[/design/flow/config.mk]
export PLATFORM = sky130hd
export DESIGN_NAME = calculator
export DESIGN_NICKNAME = calculator
export VERILOG_FILES = /design/flow/design.v
export SDC_FILE = /design/flow/constraint.sdc
export NUM_CORES = 4
export LEC_CHECK = 1
export CORE_AREA = 10 10 70 70
export DIE_AREA = 0 0 80 80
[/design/flow/constraint.sdc]
current_design calculator

set clk_period 4.6
set clk_io_pct 0.2

create_clock -name clk0 -period $clk_period

set non_clock_inputs [all_inputs -no_clocks]
set_input_delay [expr $clk_period * $clk_io_pct] -clock clk0 $non_clock_inputs
set_output_delay [expr $clk_period * $clk_io_pct] -clock clk0 [all_outputs]
[/design/flow/design.v]
module fiveBitAdder (
  input [4:0] A, B,
  output [4:0] F
);
  wire w1, w2,w3,w4, overflow;
  wire Cin_tied;
  assign Cin_tied = 1'b0;
  fullAdder U1 ( Cin_tied, A[0], B[0], w1, F[0] );
  fullAdder U2 ( w1, A[1], B[1], w2, F[1] );
  fullAdder U3 ( w2, A[2], B[2], w3, F[2] );
  fullAdder U4 ( w3, A[3], B[3], w4, F[3] );
  fullAdder U5 ( w4, A[4], B[4], overflow, F[4] );
endmodule
module fourBitAdder (
  input [3:0] A, B,
  output [4:0] F
);
  wire w1, w2,w3;
  wire Cin_tied;
  assign Cin_tied = 1'b0;
  fullAdder U1 ( Cin_tied, A[0], B[0], w1, F[0] );
  fullAdder U2 ( w1, A[1], B[1], w2, F[1] );
  fullAdder U3 ( w2, A[2], B[2], w3, F[2] );
  fullAdder U4 ( w3, A[3], B[3], F[4], F[3] );
endmodule
module fullAdder (
  input Cin, A, B,
  output Cout, Sum
);
	assign {Cout,Sum} = Cin+A+B;
endmodule
module calculator(
	input [3:0] A,B,C,D,
	output [4:0] F
);
	wire [4:0] ApB, CpD, invCpD; 
	wire [5:0] negCpD;
	fourBitAdder u1(A,B,ApB);
	fourBitAdder u2(C,D,CpD);
	not(invCpD[0],CpD[0]);
	not(invCpD[1],CpD[1]);
	not(invCpD[2],CpD[2]);
	not(invCpD[3],CpD[3]);
	not(invCpD[4],CpD[4]);
	fiveBitAdder u3(invCpD, 5'b00001, negCpD[4:0]);
	fiveBitAdder u4(negCpD[4:0],ApB,F);	
endmodule
[/design/flow/run.sh]
#!/bin/bash
# OpenROAD 26Q1-2900-gdf79404cd8, Yosys 0.63+post, stock flow scripts
make -C /OpenROAD-flow-scripts/flow DESIGN_CONFIG=/design/flow/config.mk WORK_HOME=/design/flow/orfs finish
==> metrics.yaml <==
report.final.hold_viol_count: 0
initial_core_util: 0.111
num_antenna_cells: 0
synth.avg_cell_area_um2: 9.72
synth_seq_share: 0
core_area_um2: 3420
dpl_cell_area_um2: 609
holdWs_ns: 2.66
seq_power_share: 0
drt_iter0_drc: 0
worst_pin_slew_ns: 0.172
cp.arrival_ns: 3.55
drive_gt1_frac: 0.309
grt_overflow_total: 0
fin_crit_sh: 0.973
grt_util_all_layers: 0.0287
clkbuf_count: 0
ys_warn_count: 0
die_y_um: 80
worst_setup_path_start_kind: "input port"
met2_usage: 0.0441
sw_frac_of_total: 0.350
crit_start: "C[0]"
dp_slack_ns: -0.728
drc: 0
gp_congestion: 0.770
rsz0062_at_grt: "no"
power.net_switching_uw: 47.1
period_needed_ns: 4.47
wl_per_cell_um: 8.67
warning_count: 32
status: "completed"
finalSetupViolCount: 0
combPwrFrac: 1.000
fmax_mhz: 224
syn-instance-count: 39
synthTopCellsByArea: "fa_1 48%, ha_1 20%, inv_1 16%"
cp_common_cell: "fa_2"
grt_pass1_vias: 313
chip_area_um2: 6400
ctsHoldBuffers: 0
crit_type: "input port to primary output"
yosysChipArea_um2: 379
wl_um: 876
cap_violations: 0
ys_cells: 39
cp_cell_sequence: "clkdlybuf4s15_1, ha_2, fa_2, inv_2, ha_4, fa_2, fa_2, fa_2, xnor2_2, xnor2_1, buf_2"
cp_slowest_cell: "fa_2"
drt-pass1-iter-count: 1
vias_per_cell: 2.62
final_cell_mix: "12 x inv_1, 12 x clkdlybuf4s50_1, 6 x fa_2"
io_pins: 21
cp_slowest_stage_delay_ns: 0.52
finalPower_uw: 134
synth_cell_types: 5
logic_area_um2: 347
grt_pass1_wl_um: 1520
hp-class: "input port to primary output"
antenna_found_initial: 0
power.density_nw_per_um2: 199
grt_max_degree: 3
top_area_cell: "fa_1"
num_vias: 265
synth_area_um2: 379
use_met1: 0.0380
dp_hpwl_um: 817
nFillCells: 375
end_kind: "primary output"
rows: 21
drt.antenna.violating_nets: 0
post_cts_buffers: 0
areaGrowthSynthToFinish_pct: 78.5
slew_violations: 0
port_buffers: 21
maxSlewHeadroom: 0.884
p_int_uw: 87.3
endpoint: "F[4]"
stdcell_area_um2: 677
top_usage_layer: "met2"
die_width_um: 80
ff_count: 0
critPathRequiredTime_ns: 3.68
clkPwrFrac: 0
top_area_frac: 0.475
hold_depth: 4
p_leak_uw: 0.000318
seq_area_um2: 0
setup_ws_ns: 0.126
placed_cells: 101
crit_fanout: 1
stdcell_count: 101
gr-usage-met3: 0.0136
ir_worst_vdd_v: 0.000107
## layer usage
layer	vias to the layer above	wire length, um
met4	0	0
met2	15	361
li1	135	-
met5	-	0
met3	0	146
met1	115	368
## cell type report
type	count	area share
Inverter	16	0.0887
Multi-Input combinational cell	18	0.512
Tap cell	46	0.0850
Timing Repair Buffer	21	0.314
## Yosys cell counts
| cell type | count |
|---|---|
| inv_1 | 16 |
| fa_1 | 9 |
| ha_1 | 6 |
| xnor2_1 | 3 |
| buf_4 | 5 |
## power by group through the flow
stage / clock network (uW) / registers [uW] / logic (uW)
6_report: 0 / 0 / 134
4_1_cts: 0 / 0 / 139
5_1_grt: 0 / 0 / 155
## critical path: cells and delay by family
family,cells,cell delay (ns)
buffers and inverters,3,0.33
XOR/XNOR,2,0.29
adder cells (fa/ha/maj),6,2.00
## what timing repair did
action | 4_1_cts | 5_1_grt
setup endpoints to repair | 3 | 2
pin swaps | 7 | 9
resized | 19 | 10
## kinds of logic (layout without fill, tap and decap cells)
family	Yosys count	count (layout)	synth area share
fa+ha+maj	15	15	0.673
xor+xnor	3	3	0.0693
buf+inv	21	37	0.257
## per-stage QoR
| stage | utilization | setup TNS, ns |
|---|---|---|
| after floorplan | - | 0 |
| after global placement | 0.178 | -1.23 |
| after detailed placement | 0.178 | -1.26 |
| after CTS | 0.194 | 0 |
| after global routing | 0.198 | 0 |
| final | 0.198 | 0 |
## how the worst min path moves through the flow
| stage | startpoint | end | slack (ns) |
|---|---|---|---|
| CTS | C[0] | F[0] | 2.78 |
| global route | A[0] | F[0] | 2.70 |
| finish | A[0] | F[0] | 2.66 |
Power is estimated from default activity; no workload was simulated.
