==> ./design.v <==
module fiveBitAdder (
  input [4:0] A, B,
  output [4:0] F
);
  wire w1, w2,w3,w4, overflow;
  wire Cin_tied;
  assign Cin_tied = 1'b0;
  fullAdder U1 ( Cin_tied, A[0], B[0], w1, F[0] );
  fullAdder U2 ( w1, A[1], B[1], w2, F[1] );
  fullAdder U3 ( w2, A[2], B[2], w3, F[2] );
  fullAdder U4 ( w3, A[3], B[3], w4, F[3] );
  fullAdder U5 ( w4, A[4], B[4], overflow, F[4] );
endmodule
module fourBitAdder (
  input [3:0] A, B,
  output [4:0] F
);
  wire w1, w2,w3;
  wire Cin_tied;
  assign Cin_tied = 1'b0;
  fullAdder U1 ( Cin_tied, A[0], B[0], w1, F[0] );
  fullAdder U2 ( w1, A[1], B[1], w2, F[1] );
  fullAdder U3 ( w2, A[2], B[2], w3, F[2] );
  fullAdder U4 ( w3, A[3], B[3], F[4], F[3] );
endmodule
module fullAdder (
  input Cin, A, B,
  output Cout, Sum
);
	assign {Cout,Sum} = Cin+A+B;
endmodule
module hw6_q1b(
	input [3:0] A,B,C,D,
	output [4:0] F
);
	wire [4:0] ApB, CpD, invCpD; 
	wire [5:0] negCpD;
	fourBitAdder u1(A,B,ApB);
	fourBitAdder u2(C,D,CpD);
	assign invCpD = ~CpD;
	fiveBitAdder u3(invCpD, 5'b00001, negCpD[4:0]);
	fiveBitAdder u4(negCpD[4:0],ApB,F);	
endmodule
==> ./run.sh <==
#!/bin/bash
# OpenROAD 26Q1-2900-gdf79404cd8, Yosys 0.63+post, stock flow scripts
make -C /OpenROAD-flow-scripts/flow DESIGN_CONFIG=/design/flow/config.mk WORK_HOME=/design/flow/orfs finish
==> ./config.mk <==
export PLATFORM = sky130hd
export DESIGN_NAME = hw6_q1b
export DESIGN_NICKNAME = hw6_q1b
export VERILOG_FILES = /design/flow/design.v
export SDC_FILE = /design/flow/constraint.sdc
export NUM_CORES = 4
export LEC_CHECK = 1
export CORE_AREA = 10 10 72 72
export DIE_AREA = 0 0 82 82
==> ./constraint.sdc <==
current_design hw6_q1b

set clk_period 3.6
set clk_io_pct 0.2

create_clock -name clk0 -period $clk_period

set non_clock_inputs [all_inputs -no_clocks]
set_input_delay [expr $clk_period * $clk_io_pct] -clock clk0 $non_clock_inputs
set_output_delay [expr $clk_period * $clk_io_pct] -clock clk0 [all_outputs]
==> summary.rpt <==
IMPLEMENTATION SUMMARY REPORT
----------------------------------------------------
[Synthesis]
  Count of unique library cells instantiated by Yosys ........................ 5
  Number of warnings reported in the yosys synthesis log ........................ 0
  Chip area from the yosys synthesis statistics ........................ 387 um^2
  Fraction of the yosys area taken by sequential cells ........................ 0%
  Per-instance average area after synthesis ........................ 9.43 um^2
  Number of standard cells after synthesis ........................ 41
  Synth top area cells ........................ sky130_fd_sc_hd__fa_1 47%, sky130_fd_sc_hd__ha_1 19%, sky130_fd_sc_hd__inv_1 17%
  Cell taking the most area after synthesis ........................ sky130_fd_sc_hd__fa_1
  Summed instance area of the synthesized netlist ........................ 387 um^2
  Share of the synthesized area in the top cell type ........................ 46.6%
  Cell count listed in synth_stat.txt ........................ just over 40

[Cells and area]
  Clk_buf instances ........................ 0
  Area growth syn-to-layout ........................ 78.0%
  Share of final-layout standard cells stronger than drive strength 1 ........................ between 40 and 50%
  Seq. cell area ........................ 0 um^2
  Gate Area ........................ 359 um^2
  Layout filler cell count ........................ just over 400
  Sequential cell count ........................ 0

[Placement]
  Total of buffers placed on input and output ports ........................ 21
  Post-place setup slack ........................ -1.16 ns
  Half-perimeter wire length after detailed placement ........................ 812 um
  Routability congestion estimate from global placement ........................ between 0.7 and 0.8

[STA]
  Worst hold slack after final layout ........................ 2.20 ns
  Final hold violations ........................ 0
  Worst max-slew margin expressed relative to the limit ........................ 87.9%
  Worst-Margin Slew ........................ 0.180 ns
  Final count of negative-setup-slack endpoints ........................ 2
  Setup repair after global routing missed its margin ........................ yes
  Highest clock rate ........................ between 200 and 300 MHz
  Final critical delay including setup and external delays ........................ 3.91 ns
  Number of pins with negative max-slew slack in the final report ........................ 0
  Part of the cycle the worst path needs ........................ 109%
  Post-route setup slack ........................ -0.313 ns

[Floorplanning]
  Vert. Die Dim ........................ 82 um
  FP Rows ........................ 22
  DIE WIDTH ........................ 82 um
  Number of top-level pins ........................ 21
  FP Util ........................ 10.5%
  Die area ........................ ~6700 um^2
  Core Box Area ........................ about 3700 um^2

[Detailed routing]
  Post-detailed-routing wire length ........................ just over 800 um
  Residual DRC ........................ 0
  Number of iterations in the first detailed-routing pass ........................ 1
  Antenna diode instance count ........................ 0
  Post-route antenna net violation count ........................ 0
  Routed length per placed instance ........................ 7.84 um
  Total vias in the final route ........................ 280
  Detailed router's first-iteration violation count ........................ 0
  Vias per inst ........................ 2.67

[Clocking]
  Hold bufs inserted after CTS ........................ 0
  Post-CTS Repair Setup Buffers ........................ 0

[GRT]
  Number of antenna violations at the first check in global routing ........................ 0
  Wire length of the first global-routing pass ........................ 1390 um
  Largest net degree at the start of global routing ........................ 3
  Number of global-route vias before repair ........................ 319
  Total congestion overflow ........................ 0
  Overall routing resource usage ........................ 2.59%

[Power and ir drop]
  Power density normalized to cell area ........................ 234 nW/um^2
  Worst vdd ir ........................ ~0.15 mV
  Standby leakage power ........................ 0.297 nW

[Critical path]
  Startpoint-to-endpoint class of the critical path ........................ in -> out
  Crit start category ........................ input port
  CP required ........................ 2.88 ns
  Critical path capture point type ........................ output port
  Largest fanout on the critical path ........................ 1
  Arrival time reported for the critical path endpoint ........................ 3.19 ns

[Hold path]
  Kind of path behind the tightest hold check ........................ in -> out

[Status]
  Result of the run ........................ finished, violations left
  Violated checks ........................ setup timing

[Run]
  Max-capacitance violation count ........................ 0
  Number of warnings in the stage logs ........................ 35

----------------------------------------------------
-- cells by family after synthesis --
logic type | synth area share, %
buffers and inverters | 27.2
xor gates and xnor gates | 6.80
adders and majority gates | 66.0
-- final timing paths --
| path | startpoint | endpoint | depth (start not counted) |
|---|---|---|---|
| worst min-delay path | C[0] | F[0] | 4 |
| worst max-delay path | D[0] | F[4] | 11 |
-- layout by cell type (no fill, tap or decap) --
cell	instances
sky130_fd_sc_hd__fa_1	2
sky130_fd_sc_hd__buf_8	1
sky130_fd_sc_hd__clkdlybuf4s15_1	3
sky130_fd_sc_hd__fa_2	7
sky130_fd_sc_hd__inv_1	12
sky130_fd_sc_hd__buf_2	2
sky130_fd_sc_hd__dlygate4sd2_1	4
sky130_fd_sc_hd__clkdlybuf4s50_1	10
sky130_fd_sc_hd__xnor2_1	2
sky130_fd_sc_hd__xnor2_2	1
sky130_fd_sc_hd__ha_1	1
sky130_fd_sc_hd__inv_2	6
sky130_fd_sc_hd__ha_4	4
sky130_fd_sc_hd__buf_6	1
sky130_fd_sc_hd__ha_2	1
-- area by class of cell --
type               count  area share (%)
multi-input cells     18            52.2
inverters             18            9.82
well taps             48            8.73
repair buffers        21            29.3
-- through the flow --
step | power, mW | util (%) | cells | area (um^2) | setup TNS, ns
4_1_cts | 0.162 | 18.1 | 105 | 668 | -0.624
2_1_floorplan | 0.122 | - | 41 | 432 | -0.214
5_1_grt | 0.190 | 18.7 | 105 | 688 | -0.679
3_3_place_gp | 0.179 | 18.0 | 105 | 664 | -3.06
6_report | 0.161 | 18.7 | 105 | 688 | -0.486
3_5_place_dp | 0.180 | 18.0 | 105 | 664 | -3.10
-- worst max-delay path: stages --
cell and delay, ns:
sky130_fd_sc_hd__buf_8 0.07, sky130_fd_sc_hd__ha_4 0.11, sky130_fd_sc_hd__inv_2 0.03, sky130_fd_sc_hd__fa_2 0.39, sky130_fd_sc_hd__fa_2 0.37, sky130_fd_sc_hd__fa_1 0.54, sky130_fd_sc_hd__ha_4 0.21, sky130_fd_sc_hd__fa_2 0.37
sky130_fd_sc_hd__xnor2_2 0.15, sky130_fd_sc_hd__xnor2_1 0.13, sky130_fd_sc_hd__buf_2 0.11
-- synthesized netlist by cell type --
cell type and n:
sky130_fd_sc_hd__xnor2_1 3, sky130_fd_sc_hd__inv_1 18, sky130_fd_sc_hd__ha_1 6, sky130_fd_sc_hd__buf_4 5, sky130_fd_sc_hd__fa_1 9
-- power breakdown --
part	internal [mW]	total [mW]	switching, mW
Clock	0	0	0
Combinational	0.103	0.161	0.0579
Sequential	0	0	0
Total	0.103	0.161	0.0579
-- repair_timing --
item | 4_1_cts | 5_1_grt
resized | 30 | 7
pin swaps | 11 | 6
setup endpoints to repair | 4 | 3
-- per-layer routing --
| metal | share of wire [%] | global-route usage (%) |
|---|---|---|
| met1 | 44 | 3.61 |
| met2 | 39 | 3.92 |
| met3 | 17 | 1.10 |
| met4 | 0 | 0 |
| met5 | 0 | 0 |
Power and IR drop assume default switching activity.
