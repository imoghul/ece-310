===== flow/design.v =====
module hw7(
	input rst_n,clock,ser_in,p_load,overlap,o_load,
	input [3:0] pattern,
	output found
);
	wire[3:0] patternRequested,patternToFind,overlapRequested,overlapToFind;
	assign patternRequested = p_load?pattern:patternToFind;
	dff_4bit u2(rst_n,clock,patternRequested,patternToFind);
	assign overlapRequested = o_load?overlap:overlapToFind;
        dff_4bit u4(rst_n,clock,overlapRequested,overlapToFind);
	wire found_overlap,found_nonoverlap;
	overlapping o (rst_n,clock,ser_in,patternToFind,found_overlap);
	nonoverlapping non_o (rst_n,clock,ser_in,patternToFind,found_nonoverlap);
	assign found = overlapToFind?found_overlap:found_nonoverlap;
endmodule
module nonoverlapping(
	input rst_n,clock,ser_in,
	input [3:0] pattern,
	output found
);
	wire [3:0] current;
	shift_reg nonoverlapping_shiftReg (
		.rst_n(rst_n),
		.clock(clock),
		.clr(found),
		.ser_in(ser_in),
		.reset_value({4{!pattern[0]}}),
		.clear_value({3{!pattern[0]}}),
		.value(current)
	);
	assign found = current[0]==pattern[3] && current[1]==pattern[2] && current[2]==pattern[1] && current[3]==pattern[0];
endmodule
module overlapping(
	input rst_n,clock,ser_in,
	input [3:0] pattern,
	output found
);
	wire [3:0] current;
	shift_reg overlapping_shiftReg (
		.rst_n(rst_n),
		.clock(clock),
		.clr(0),
		.ser_in(ser_in),
		.reset_value(0),
		.clear_value(0),
		.value(current)
	);
	assign found = current[0]==pattern[3] && current[1]==pattern[2] && current[2]==pattern[1] && current[3]==pattern[0];
endmodule
module shift_reg(
	input rst_n, clock, clr, ser_in,
	input [3:0] reset_value,
	input [2:0] clear_value,
	output [3:0] value
);
	reg [3:0] Q;
	always @ (posedge clock) begin
		if(!rst_n) Q <= reset_value;
		else if(clr) Q <= {ser_in,clear_value};
		else Q <= {ser_in,Q[3:1]}; 
	end
	assign value = Q;
endmodule
module dff (
  input rst_n, clock,
  input d,
  output reg q,
  output q_n
);
  always @(posedge clock )
    if( !rst_n )
      q <= 0;
    else
      q <= d;
  assign q_n = ~q;
endmodule
module dff_4bit (
  input rst_n, clock,
  input [3:0] D,
  output [3:0] Q
);
  wire [3:0] q_bar;
  dff U0 ( rst_n, clock, D[0], Q[0], q_bar[0] );
  dff U1 ( rst_n, clock, D[1], Q[1], q_bar[1] );
  dff U2 ( rst_n, clock, D[2], Q[2], q_bar[2] );
  dff U3 ( rst_n, clock, D[3], Q[3], q_bar[3] );
endmodule

===== flow/run.sh =====
#!/bin/bash
# OpenROAD 26Q1-2900-gdf79404cd8, Yosys 0.63+post, stock flow scripts
make -C /OpenROAD-flow-scripts/flow DESIGN_CONFIG=/design/flow/config.mk WORK_HOME=/design/flow/orfs finish

===== flow/constraint.sdc =====
current_design hw7

set clk_period 2.0
set clk_io_pct 0.2

create_clock -name clk0 -period $clk_period [get_ports {clock}]

set non_clock_inputs [all_inputs -no_clocks]
set_input_delay [expr $clk_period * $clk_io_pct] -clock clk0 $non_clock_inputs
set_output_delay [expr $clk_period * $clk_io_pct] -clock clk0 [all_outputs]

===== flow/config.mk =====
export PLATFORM = sky130hd
export DESIGN_NAME = hw7
export DESIGN_NICKNAME = hw7
export VERILOG_FILES = /design/flow/design.v
export SDC_FILE = /design/flow/constraint.sdc
export NUM_CORES = 4
export LEC_CHECK = 1
export CORE_AREA = 10 10 74 74
export DIE_AREA = 0 0 84 84

==> Changelog: implementation <==
### Implementation results

- Critical R2R Capture: non_o.nonoverlapping_shiftReg.Q[1]
- Final Util: 0.194
- Least-Margin Pin Slew: 0.326 ns
- Status: finished, final reports clean
- Worst Setup Path Type: flop to output pin
- First-pass GRT wire length: 2100 um
- Worst Path Max Fanout: 4
- HPWL after DPL: 883 um
- Ys flops: 13
- Yosys synthesis chip area: 544 sq um
- Largest net degree at the start of global routing: 8
- Late-Pin Clk Latency: 0.24 ns
- Clk_skew: 0.00127 ns
- Number of antenna-violating nets in the routed design: 0
- Yosys top cell by instances: dfxtp_1
- Flip-flops with a built-in enable: 0
- Post-Syn Instances: 54
- Cell taking the most area after synthesis: dfxtp_1
- Vias: 404
- Worst EP arrival: 1.47 ns
- Worst Hold Class: flop to flop
- Via/cell ratio: 3.42
- Slew headroom: 0.782
- Final min period: 1.87 ns
- Die Wd: 84 um
- Required time worst endpoint: 1.60 ns
- Area Overhead vs Synth: 41.8%
- Fill count: 438
- Register share after synthesis: 0.478
- Max Cap Viol: 0
- RSZ-0062 raised after global routing: no
- Crit start category: flop
- Ratio of cells with drive above 1 in the final layout: 0.162
- Post-synth top cells: dfxtp_1 (13), xor2_1 (7), mux2i_1 (5), nor2b_1 (5)
- Clock Pin Slew Worst Setup and Hold Paths: 0.05 ns
- Number of cells in Yosys stat: 54
- Worst setup margin: 0.130 ns
- Setup slack, reg-to-reg: 0.85 ns
- Num CTS Buffers: 3
- Fmax: 535 MHz
- Initial antenna violation count: 0
- Hold path cells: 2
- Synth async-reset ratio: 0
- Top cell area share: 0.478
- Avg Cell Area, Syn: 10.1 sq um
- Ys flop type: dfxtp_1
- Fin crit share: 0.935
- Total track usage: 0.0358
- Final-report max-slew violation count: 0
- Vias in the first global route: 411
- Netlist cell types: 18
- Setup crit end kind: output pin
- Post-route DRC violation count: 0
- CTS Sinks: 13
- Final TNS setup: 0 ns
- Routed wire length: 1240 um
- Core Area: 3970 sq um
- YS warnings: 5
- Post-place instance area: 707 sq um
- Count of input and output buffers: 10
- Remaining Overflow, GRT: 0
- FP Util: 0.137
- Ports: 11
- Max Root-Sink Buffers: 2
- Critical Path Source: non_o.nonoverlapping_shiftReg.Q[2]
- Top cells by area, synth: dfxtp_1 (48%), xor2_1 (11%), mux2i_1 (9.2%)
- CTS tree: done
- GP Congestion: 0.838
- Drt pass-1 iters: 4
- Iteration-0 DRC Markers: 14
- Die Size: 7060 sq um
- Die H: 84 um
- Worst hold margin: 0.473 ns
- Post-route cell area: 772 sq um
- Crit path to: found
- CTS Root Cell: clkbuf_8
- Ant. Diodes: 0
- Tool warnings: 25
- Per-cell routed wire length: 10.5 um
- Worst vdd ir: 546 uV
- RR Startpoint: u2.U1.q
- Power per Cell Area: 786 nW/um^2
- FP Rows: 23
- Reg2reg path depth: 3
- Mapped Area: 544 sq um
- Final Hold Viols: 0
- Worst slack, placed: 0.0357 ns
- # setup viols final: 0
- Leakage power of the design: 0.000316 uW
- H-tree depth: 1
[layer usage]
metal,track usage,routed length (um),up-vias
met5,0,0,-
li1,-,-,210
met3,0.0177,83,2
met2,0.0411,429,13
met1,0.0576,719,179
met4,0.00152,5,0
[cell usage in the layout (no fill, tap or decap), types with 2 or more instances in the layout]
cell	n
mux2i_1	5
dfxtp_1	10
nand2b_1	2
o21ai_0	2
dfxtp_2	2
xor2_1	6
nor4_1	2
clkbuf_8	3
and2_1	4
buf_4	2
nand2_1	4
nor2b_1	5
clkdlybuf4s50_1	9
[power by group]
part	internal (uW)	total, uW	switching [uW]	leakage, uW
Clock	140	229	88.1	0.0000228
Sequential	277	292	15.1	0.000109
Combinational	47.8	86.1	38.2	0.000185
[area by class of cell]
cell class	instances	area [sq um]	area share
multi-input cells	39	284	0.368
flip-flops and latches	13	267	0.345
repair buffers	12	114	0.147
well taps	50	62.6	0.0810
clock buffers	4	45.0	0.0583
[registers in the layout, indices dropped and copies added, names as in the netlist]
register / flops
u2.U1.q: 1
o.overlapping_shiftReg.Q: 4
u2.U3.q: 1
u2.U2.q: 1
u2.U0.q: 1
u4.U0.q: 1
non_o.nonoverlapping_shiftReg.Q: 4
[kinds of logic (layout without fill, tap and decap cells)]
family                 Yosys count  after routing  synth area share
buffers and inverters            2             16            0.0138
AND-OR/OR-AND                    7              7            0.0943
flip-flops                      13             13             0.478
multiplexers                     5              5            0.0920
XOR/XNOR                         7              7             0.113
AND/OR/NAND/NOR                 20             20             0.209
[through the flow]
| step | cells | total power, uW |
|---|---|---|
| after global routing | 118 | 650 |
| final | 118 | 607 |
| after CTS | 118 | 612 |
| after detailed placement | 113 | 378 |
| after global placement | 113 | 377 |
| after floorplan | 54 | 343 |
[critical path, cell delays in order, from the launching register on]
cell	delay [ns]
dfxtp_1	0.35
xor2_1	0.31
nor3_1	0.13
a22o_1	0.20
dlygate4sd2_1	0.24
[worst min path at each step]
stage,startpoint,slack (ns),end
after CTS,non_o.nonoverlapping_shiftReg.Q[1],0.47,non_o.nonoverlapping_shiftReg.Q[0]
after global routing,non_o.nonoverlapping_shiftReg.Q[1],0.50,non_o.nonoverlapping_shiftReg.Q[0]
final,non_o.nonoverlapping_shiftReg.Q[1],0.47,non_o.nonoverlapping_shiftReg.Q[0]
[timing repair]
item	in CTS	in global routing
setup buffers	1	0
pin swaps	2	0
endpoints found under the setup margin	1	1
hold buffers	0	0
gates resized	5	1
No activity file was given, so power comes from the tool's default toggle rates.
